--- ./config.mk ---
export PLATFORM = sky130hd
export DESIGN_NAME = counter
export DESIGN_NICKNAME = counter
export VERILOG_FILES = /design/flow/design.v
export SDC_FILE = /design/flow/constraint.sdc
export NUM_CORES = 4
export LEC_CHECK = 1
export CORE_AREA = 10 10 84 84
export DIE_AREA = 0 0 94 94
--- ./constraint.sdc ---
current_design counter

set clk_period 2.3
set clk_io_pct 0.2

create_clock -name clk0 -period $clk_period [get_ports {clk}]

set non_clock_inputs [all_inputs -no_clocks]
set_input_delay [expr $clk_period * $clk_io_pct] -clock clk0 $non_clock_inputs
set_output_delay [expr $clk_period * $clk_io_pct] -clock clk0 [all_outputs]
--- ./design.v ---
module counter (
  input clk, rst_, ld_cnt_, updn_cnt, count_enb,
  input [7:0] data_in,
  output logic [7:0] data_out
  );
always @(posedge clk or negedge rst_)
begin
  if (!rst_)
    begin
       data_out <= 0;
     end
  else
  begin
    if (!ld_cnt_)  
      data_out <= data_in;
     else if (!count_enb)
    	data_out <= data_out;
    else
      case (updn_cnt)
        1'b1: data_out <= data_out + 1;
        1'b0: data_out <= data_out - 1;
      endcase
  end
end
endmodule
--- ./run.sh ---
#!/bin/bash
# OpenROAD 26Q1-2900-gdf79404cd8, Yosys 0.63+post, stock flow scripts
make -C /OpenROAD-flow-scripts/flow DESIGN_CONFIG=/design/flow/config.mk WORK_HOME=/design/flow/orfs finish
==> out/summary.txt <==
Late-Pin Clk Latency = 0.23 ns
setup_tns = 0 ns
Yosys cell types = 28
chip height = 94 µm
crit share post-route = 82.0%
Setup Skew = 0.000681 ns
top flop regs = data_out: 8 flops
Crit Path Category = input port to flop
root buffer cell = clkbuf_8
CTS H-tree lvls = 1
Max-Cap Viols = 0
critical-path cell list = dlymetal6s2s_1 > inv_4 > ha_1 > a211oi_1 > or3_1 > a21o_1 > and2_4 > o311ai_2
Die Span X = 94 µm
CTS Hold Buffers Added = 0
largest net degree at the start of global routing = 11
post-synthesis area per instance = 9.21 µm²
TritonCTS Buffers = 3
RSZ-0062 raised after global routing = false
wire per inst = 10.2 µm
Post-Layout Cell Count = 178
total grt overflow = 0
post-layout util = 21.3%
Biggest register = data_out
Syn Inst Count = 75
DRC Markers = 0
Max FO, Critical Path = 7
power density cells = 627 nW/µm²
placed cell count = 175
YS chip area = 691 µm²
Post-DP Area = 1060 µm²
Max Freq = 531 MHz
first-pass GRT wire length = 3.22 mm
vias in the first global route = 658
worst hold margin = 0.521 ns
most instantiated logic cells after routing = 19 x clkdlybuf4s50_1, 12 x buf_4, 11 x a21oi_1, 8 x dfrtp_1, 7 x nor2_1
status = completed
ANT cells = 0
Crit-path slowest cell = or3_1
synthesized area = 691 µm²
Pleak = 0.468 nW
endpoints failing setup = 0
port bufs = 20
gr usage total = 4.34%
Slew @ Worst Pin = 0.379 ns
share of layout cells above drive strength 1 = 20.4%
stage-log warning count = 25
initial antenna violation count = 0
final instance area = 1110 µm²
main area contributors = dfrtp_1 29%, ha_1 11%, a21oi_1 8.0%, mux2i_1 7.2%, xnor2_1 5.1%
Final Hold Violation Tally = 0
most frequent logic cell in the layout = clkdlybuf4s50_1
via count = 677
chip area = 8840 µm²
clock sink total = 8
CP max stage delay = 0.41 ns
Synth Warn # = 1
Synth Seq Share = 29.0%
Synth area leader = dfrtp_1
fin. max-slew vios = 0
GP Congestion = 0.771
Clk pin slew, worst setup/hold paths = 0.04 ns
hpwl dp = 1.53 mm
yosys cell count = 75
crit path DAT = 2.01 ns
core area = 5200 µm²
Worst Hold Class = input port to asynchronous set/reset pin
slew margin rel. = 74.7%
crit path DRT = 2.43 ns
CTS tree = yes
Final ANT Viol Nets = 0
Worst VDD drop = 359 µV
reg2reg setup slack = 0.46 ns
total iterations of the first detailed-routing run = 4
P&R area growth vs syn = 60.7%
post-synthesis register bit count = 8
Site Rows = 26
DR iter-0 viols = 10
post-place setup slack = -0.263 ns
final worst setup slack = 0.415 ns
number of flip-flops in the largest register = 8
post-CTS setup buffers = 0
total length of routed wires = 1.81 mm
Critical Path Start Type = input port
fp_density = 13.3%
Top cell area share = 29.0%
Crit. End Element = flop
via density per instance = 3.80
final total power = 695 µW
# IOs = 21
Max Root-Sink Buffers = 2
fin crit period = 1.88 ns
-- what timing repair did --
item                       in CTS  in global routing
pin swaps                       0                  1
setup endpoints to repair       2                  4
resized                         1                  3
-- synthesized netlist by cell type --
master / n
a21oi_1: 11
dfrtp_1: 8
nor2_1: 7
ha_1: 6
mux2i_1: 5
nand3_1: 4
xnor2_1: 4
a21o_1: 3
a211oi_1: 2
a221o_1: 2
inv_1: 2
nand3b_1: 2
nor3_1: 2
o21ai_0: 2
o21bai_1: 2
a21o_2: 1
and2_0: 1
and2_4: 1
and3_1: 1
buf_1: 1
clkbuf_1: 1
fa_1: 1
mux2_2: 1
nand2_4: 1
nand4_1: 1
o21ai_1: 1
o311ai_2: 1
or3_1: 1
-- critical path: cells and delay by family --
family | cells | cell delay [ns]
compound gates | 3 | 0.45
fa+ha+maj | 1 | 0.30
buf+inv | 2 | 0.23
simple gates | 2 | 0.56
-- worst paths after layout --
path | end | cells past startpoint | from
min in group clk0 | data_out[7] | 1 | data_out[7]
max in group asynchronous | data_out[0] | 1 | rst_
setup reg to reg | data_out[7] | 6 | data_out[1]
setup / recovery | data_out[7] | 8 | updn_cnt
hold / removal | data_out[5] | 1 | rst_
hold reg to reg | data_out[7] | 1 | data_out[7]
-- where the power goes --
part | switching (mW) | internal (mW) | total (mW)
logic | 0.129 | 0.206 | 0.335
clock network | 0.0548 | 0.113 | 0.168
registers | 0.0263 | 0.166 | 0.192
total | 0.210 | 0.486 | 0.695
-- layer usage --
metal | wire length (µm) | global-route usage, %
met1 | 818 | 5.53
met4 | 9 | 0.633
met5 | 0 | 0
met3 | 96 | 1.37
met2 | 887 | 7.14
-- area by class of cell --
class	instances	area [µm²]
tap	70	87.6
timing repair buffer	32	293
sequential	8	200
inverter	2	10.0
fill	575	4100
multi-input combinational	63	478
clock buffer	3	41.3
-- kinds of logic (layout without fill, tap and decap cells) --
| kind of cell | count (synthesis) | count (layout) | synth area share (%) |
|---|---|---|---|
| compound gates | 25 | 25 | 24.3 |
| xor+xnor | 4 | 4 | 5.07 |
| fa+ha+maj | 7 | 7 | 13.8 |
| buf+inv | 4 | 37 | 2.17 |
| flops | 8 | 8 | 29.0 |
| mux | 6 | 6 | 8.88 |
| simple gates | 21 | 21 | 16.9 |
Power figures rest on the tool's default switching activity, not on a simulated workload.
